<file path="flow/run.sh">
#!/bin/bash
# OpenROAD 26Q1-2900-gdf79404cd8, Yosys 0.63+post, stock flow scripts
make -C /OpenROAD-flow-scripts/flow DESIGN_CONFIG=/design/flow/config.mk WORK_HOME=/design/flow/orfs finish
</file>
<file path="flow/config.mk">
export PLATFORM = sky130hd
export DESIGN_NAME = gpio
export DESIGN_NICKNAME = gpio
export VERILOG_FILES = /design/flow/design.v
export SDC_FILE = /design/flow/constraint.sdc
export NUM_CORES = 4
export LEC_CHECK = 1
export CORE_UTILIZATION = 30
</file>
<file path="flow/constraint.sdc">
current_design gpio

set clk_period 2.1
set clk_io_pct 0.2

create_clock -name clk0 -period $clk_period [get_ports {clk_i}]

set non_clock_inputs [all_inputs -no_clocks]
set_input_delay [expr $clk_period * $clk_io_pct] -clock clk0 $non_clock_inputs
set_output_delay [expr $clk_period * $clk_io_pct] -clock clk0 [all_outputs]
</file>
<file path="flow/design.v">
module debounce #(
    parameter int unsigned ClkCount = 500
) (
    input logic clk_i,
    input logic rst_ni,
    input  logic btn_i,
    output logic btn_o
);
  logic [$clog2(ClkCount+1)-1:0] cnt_d, cnt_q;
  logic btn_d, btn_q;
  assign btn_o = btn_q;
  always_ff @(posedge clk_i or negedge rst_ni) begin : p_fsm_reg
    if (!rst_ni) begin
      cnt_q <= '0;
      btn_q <= '0;
    end else begin
      cnt_q <= cnt_d;
      btn_q <= btn_d;
    end
  end
  assign btn_d = (cnt_q >= ClkCount) ? btn_i : btn_q;
  assign cnt_d = (btn_i == btn_q || cnt_q >= ClkCount) ? '0 : cnt_q + 1;
endmodule
module gpio #(
  GpiWidth = 8,
  GpoWidth = 16
) (
  input  logic                clk_i,
  input  logic                rst_ni,
  input  logic                device_req_i,
  input  logic [31:0]         device_addr_i,
  input  logic                device_we_i,
  input  logic [ 3:0]         device_be_i,
  input  logic [31:0]         device_wdata_i,
  output logic                device_rvalid_o,
  output logic [31:0]         device_rdata_o,
  input  logic [GpiWidth-1:0] gp_i,
  output logic [GpoWidth-1:0] gp_o
);
  localparam int unsigned GPIO_OUT_REG = 32'h0;
  localparam int unsigned GPIO_IN_REG = 32'h4;
  localparam int unsigned GPIO_IN_DBNC_REG = 32'h8;
  logic [11:0] reg_addr;
  logic [2:0][GpiWidth-1:0] gp_i_q;
  logic [GpiWidth-1:0] gp_i_dbnc;
  logic [GpoWidth-1:0] gp_o_d;
  logic                gp_o_wr_en;
  logic                gp_i_rd_en_d, gp_i_rd_en_q;
  logic                gp_i_dbnc_rd_en_d, gp_i_dbnc_rd_en_q;
  for (genvar i = 0; i < GpiWidth; i++) begin
    debounce #(
      .ClkCount(500)
    ) dbnc (
      .clk_i,
      .rst_ni,  
      .btn_i(gp_i_q[2][i]),
      .btn_o(gp_i_dbnc[i])
    );
  end
  always @(posedge clk_i or negedge rst_ni) begin
    if (!rst_ni) begin
      gp_i_q            <= '0;
      gp_o              <= '0;
      device_rvalid_o   <= '0;
      gp_i_rd_en_q      <= '0;
      gp_i_dbnc_rd_en_q <= '0;
    end else begin
      gp_i_q <= {gp_i_q[1:0], gp_i};
      if (gp_o_wr_en) begin
        gp_o <= gp_o_d;
      end
      device_rvalid_o   <= device_req_i;
      gp_i_rd_en_q      <= gp_i_rd_en_d;
      gp_i_dbnc_rd_en_q <= gp_i_dbnc_rd_en_d;
    end
  end
  for (genvar i_byte = 0; i_byte < 4; ++i_byte) begin : g_gp_o_d;
    if (i_byte * 8 < GpoWidth) begin : g_gp_o_d_inner
      localparam int gpo_byte_end = (i_byte + 1) * 8 <= GpoWidth ? (i_byte + 1) * 8 : GpoWidth;
      assign gp_o_d[gpo_byte_end - 1 : i_byte * 8] =
        device_be_i[i_byte] ? device_wdata_i[gpo_byte_end - 1 : i_byte * 8] :
                              gp_o[gpo_byte_end - 1 : i_byte * 8];
    end
  end
  assign reg_addr = device_addr_i[11:0];
  assign gp_o_wr_en = device_req_i & device_we_i & (reg_addr == GPIO_OUT_REG[11:0]);
  assign gp_i_rd_en_d = device_req_i & ~device_we_i & (reg_addr == GPIO_IN_REG[11:0]);
  assign gp_i_dbnc_rd_en_d = device_req_i & ~device_we_i & (reg_addr == GPIO_IN_DBNC_REG[11:0]);
  always_comb begin
    if (gp_i_dbnc_rd_en_q)
      device_rdata_o = {{(32 - GpiWidth){1'b0}}, gp_i_dbnc};
    else if (gp_i_rd_en_q)
      device_rdata_o = {{(32 - GpiWidth){1'b0}}, gp_i_q[2]};
    else
      device_rdata_o = {{(32 - GpoWidth){1'b0}}, gp_o};
  end
  logic unused_device_addr, unused_device_be, unused_device_wdata;
  assign unused_device_addr = ^device_addr_i[31:10];
  assign unused_device_be = ^device_be_i;
  assign unused_device_wdata = ^device_wdata_i[31:GpoWidth];
endmodule
</file>
==> impl_metrics.csv <==
group,metric,value,unit
clocking,cts_tree,"built",
setup_path,crit_path_start_kind,"flop",
timing,finalSetupTns,0,ps
floorplan,pin_count,129,
routing,remaining_drc_errors,0,
power,vdd_ir_drop_max,0.5753,mV
setup_path,r2r_start,"genblk1[4].dbnc.cnt_q[5]",
run_status,outcome,"complete, no violations",
grt,grt_first_pass_wirelength,18190,µm
placement,port_buffers,74,
grt,grt.total_usage,12.55,%
placement,place_congestion,0.8109,
final_layout,layout_top_cells,"dfrtp_1 (122), clkdlybuf4s50_1 (59), nor2_1 (53)",
timing,maxSlewHeadroom,55.29,%
logic_synthesis,ys_seq_share,56.02,%
clocking,cts_buffers,17,
final_layout,finish.utilization,40.59,%
run,tool_warnings,81,
logic_synthesis,yosysWarnings,2,
floorplan,dieWidth,137.3,µm
run,max_cap_viol_count,0,
floorplan,die_h,137.3,µm
logic_synthesis,synthAoiAreaFrac,8.973,%
clocking,path_clk_slew,50,ps
grt,antenna_found_initial,0,
final_layout,fillers,1617,
timing,maxSlewViolCount,0,
logic_synthesis,ys_cells,495,
final_layout,layout_top_cell,"dfrtp_1",
logic_synthesis,yosysTopAreaCellShare,56.02,%
logic_synthesis,yosys.cell_types.count,36,
logic_synthesis,yosys.area_share.simple,15.10,%
timing,rsz0062_at_grt,"true",
routing,ant_nets,0,
grt,grt_max_degree,62,
timing,hold_slack,345.0,ps
setup_path,reg2reg_slack,600,ps
logic_synthesis,synthAdderAreaFrac,3.644,%
logic_synthesis,syn_inst,495,
logic_synthesis,ys.flops,123,
timing,fin_crit_sh,99.10,%
floorplan,std_cell_rows,49,
logic_synthesis,synthXorXnorAreaFrac,5.101,%
placement,dp_hpwl,7438,µm
logic_synthesis,synth_area_leader_cell,"dfrtp_1",
timing,min_period,2081,ps
routing,drt_wl_total,10670,µm
setup_path,reg2regPathDepth,3,
final_layout,area_delta_synth_final,32.70,%
routing,via_per_inst,4.566,
logic_synthesis,avgSynthCellArea,11.10,µm²
routing,dr.pass1.iters,4,
logic_synthesis,ys_area,5494,µm²
routing,avgRoutedWirePerCell,12.59,µm
min_path,min_to,"gp_i_q[12]",
setup_path,crit_type,"flop to primary output",
logic_synthesis,synthMuxAreaShare,6.377,%
final_layout,final_cells,848,
routing,num_vias,3872,
logic_synthesis,synth_area,5494,µm²
routing,drtIter0Drc,246,
min_path,hold_start,"gp_i_q[4]",
timing,setup_viol,0,
final_layout,drive_above_1_share,14.70,%
setup_path,critPathCaptureType,"primary output",
timing,hold_violations,0,
min_path,hold_path.class,"flop to flop",
setup_path,worstReg2RegEnd,"genblk1[4].dbnc.cnt_q[8]",
grt,grt_pass1_vias,3799,
power,p_leak,3.328,nW
placement,dp_cells,805,
timing,skew,7.541,ps
routing,n_antenna_cell,0,
grt,grt_remaining_overflow,0,
min_path,hold_depth,0,
setup_path,cp.arrival,1660,ps
clocking,clock-root-buffer,"clkbuf_16",
clocking,h-tree-depth,4,
power,powerDensity,775.4,nW/µm²
setup_path,crit_required,1680,ps
clocking,clock_path_buffers,2,
logic_synthesis,synthTopLogicFamily,"simple AND/OR/NAND/NOR gates",
timing,tightest_slew,666.2,ps
floorplan,fp_util,30.58,%
floorplan,coreArea,17960,µm²
timing,fmax,480.5,MHz
clocking,clk_latency,410,ps
floorplan,dieArea,18860,µm²
setup_path,critical_path.max_fanout,4,
clocking,cts.sinks,123,
logic_synthesis,top_cells_by_area,"dfrtp_1 (56%), mux2_2 (4.9%), nor2_1 (3.7%), ha_1 (3.6%), xnor2_1 (3.0%)",
state kept, by name, summed over array words and instances (netlist names):
| register | cells |
|---|---|
| genblk1.dbnc.cnt_q | 72 |
| gp_i_q | 24 |
| gp_o | 16 |
| genblk1.dbnc.btn_q | 8 |
| device_rvalid_o | 1 |
| gp_i_dbnc_rd_en_q | 1 |
| gp_i_rd_en_q | 1 |
how the worst max path moves through the flow:
stage	start	endpoint	slack, ps
4_1_cts	gp_i_rd_en_q	device_rdata_o[13]	-150
5_1_grt	gp_i_rd_en_q	device_rdata_o[13]	-50
6_report	gp_i_rd_en_q	device_rdata_o[13]	20
power breakdown:
group          total [mW]  switching, mW  internal (mW)
Sequential           2.49         0.0584           2.44
Clock                2.90          0.974           1.92
Combinational       0.261          0.131          0.131
Total                5.65           1.16           4.49
per-layer routing:
metal | vias to the layer above | global-route usage, % | routed length (µm)
met4 | 0 | 1.526 | 103
met5 | - | 0 | 0
li1 | 1927 | - | -
met2 | 58 | 19.58 | 4976
met1 | 1881 | 18.90 | 5141
met3 | 6 | 2.853 | 454
metrics by stage:
stage	worst slack, ps	power [mW]	cell area [µm²]
3_3_place_gp	-318.9	2.788	6548
4_1_cts	-150.6	5.721	7188
6_report	18.82	5.654	7291
5_1_grt	-52.18	5.888	7291
2_1_floorplan	130.5	2.641	5550
3_5_place_dp	-315.9	2.797	6548
cell type report:
type,count,area (µm²),area share (%)
Clock inverter,6,83.83,1.150
Multi-Input combinational cell,334,2228,30.56
Inverter,35,131.4,1.802
Timing Repair Buffer,96,965.9,13.25
Tap cell,229,286.5,3.930
Sequential cell,123,3079,42.23
Clock buffer,25,515.5,7.071
logic make-up after synthesis:
logic type,Yosys count
fa+ha+maj,16
mux,32
xor+xnor,32
buf+inv,53
compound gates,83
other cells,1
simple gates,155
flops,123
worst max-delay path, stage by stage (launching register included):
cell	delay [ps]
dfrtp_2	430
buf_6	130
nor2_4	100
and2_1	140
clkdlybuf4s50_1	460
synthesized netlist by cell type:
cell,count
xnor2_1,19
a41oi_1,3
buf_4,16
nor4b_2,1
o21ba_2,5
nand2_1,19
nor3_1,3
o21ai_0,31
o211ai_1,6
a311oi_1,3
inv_1,35
dfrtp_1,123
or3_1,19
conb_1,1
nor2_1,54
or4_4,1
or3_2,1
nor4b_1,1
xor2_1,13
o21bai_1,3
or4bb_1,2
and2_1,8
and4_1,3
clkbuf_1,2
or4_1,3
mux2_2,24
ha_1,16
o22ai_1,3
nand4_1,13
a31oi_1,3
a21oi_1,21
o21ai_1,5
mux2i_1,8
nand3_1,24
or4b_4,1
nor4_4,2
what timing repair did:
item,in CTS,in global routing
gates resized,12,17
hold endpoints to repair,25,0
hold buffers,1,0
gates cloned,0,0
buffers inserted,3,8
setup endpoints to repair,16,14
pin swaps,2,11
Power and IR drop assume default switching activity.
